==> design.v <==
module neuron_intra_Nbits #(
    parameter N = 8,
    parameter N_INPUTS = 32,
    parameter LOG_N_INPUTS = 3  
) (
    input  wire                         clk,
    input  wire                         rst,
    input  wire                         en,
    input  wire signed [N*N_INPUTS-1:0] W,     
    input  wire signed [N*N_INPUTS-1:0] X_N,   
    output reg signed [         N-1:0] Out
);
  wire signed [2*N*N_INPUTS-1:0] prod;
  wire signed [         N-1:0] act_out;
  genvar i;
  generate
    for (i = 0; i < N_INPUTS; i = i + 1) begin : mults
      wire signed [N-1:0] Wi;
      wire signed [N-1:0] Xi;
      assign Wi = W[i*N+:N];
      assign Xi = X_N[i*N+:N];
      assign prod[i*2*N+:2*N] = Wi * Xi;
    end
  endgenerate
  genvar j, k;
  generate
    for (j = 0; j < LOG_N_INPUTS; j = j + 1) begin : ADDER_TREE
      wire signed [2*N*(N_INPUTS >> (j+1))-1:0] sum_stage;
      if(j == 0) begin
        for (k = 0; k < (N_INPUTS >> (j+1)); k = k + 1) begin : STAGE0
          assign sum_stage[2*k*N+:2*N] = prod[2*k*2*N+:2*N] + prod[(2*k+1)*2*N+:2*N];
        end
      end else begin
        for (k = 0; k < (N_INPUTS >> (j+1)); k = k + 1) begin : STAGEJ
          assign sum_stage[2*k*N+:2*N] = ADDER_TREE[j-1].sum_stage[2*k*2*N+:2*N] + ADDER_TREE[j-1].sum_stage[(2*k+1)*2*N+:2*N];
        end
      end
    end
    wire signed [2*N-1:0] sum_all;
    assign sum_all = ADDER_TREE[LOG_N_INPUTS-1].sum_stage;
  endgenerate
  reg signed [2*N-1:0] acc;
  always @(posedge clk or posedge rst) begin
    if (rst) begin
		acc <= 0;
		Out <= 0;
	 end
    else if (en) begin
		acc <= sum_all;
		Out <= act_out;
	 end
  end
  localparam signed [N-1:0] MAX_VAL = {1'b0, {(N-1){1'b1}}};  
  assign act_out = (acc < 0) ? 0 : (acc > MAX_VAL) ? MAX_VAL : acc;
endmodule
==> run.sh <==
#!/bin/bash
# OpenROAD 26Q1-2900-gdf79404cd8, Yosys 0.63+post, stock flow scripts
make -C /OpenROAD-flow-scripts/flow DESIGN_CONFIG=/design/flow/config.mk WORK_HOME=/design/flow/orfs finish
==> config.mk <==
export PLATFORM = sky130hd
export DESIGN_NAME = neuron_intra_Nbits
export DESIGN_NICKNAME = neuron_intra_Nbits
export VERILOG_FILES = /design/flow/design.v
export SDC_FILE = /design/flow/constraint.sdc
export NUM_CORES = 4
export LEC_CHECK = 1
export CORE_UTILIZATION = 40
==> constraint.sdc <==
current_design neuron_intra_Nbits

set clk_period 1.3
set clk_io_pct 0.2

create_clock -name clk0 -period $clk_period [get_ports {clk}]

set non_clock_inputs [all_inputs -no_clocks]
set_input_delay [expr $clk_period * $clk_io_pct] -clock clk0 $non_clock_inputs
set_output_delay [expr $clk_period * $clk_io_pct] -clock clk0 [all_outputs]
==> flow_metrics.py <==
# Generated from Yosys and OpenROAD reports
metrics = {
    "outcome": {
        "outcome": "complete, but fails checks",
        "violations": "negative setup slack",
    },
    "final_timing": {
        "rsz0062_at_grt": "true",
        "max_freq_ghz": 0.137,
        "finClkSkew_ns": 0.00187,
        "tightestPinTransition_ns": 0.535,
        "setup_violations": 23,
        "finalCritPeriodShare_pct": 561,
        "finalMaxSlewViolations": 0,
        "hold_violations": 0,
        "relSlewSlack_pct": 64.3,
        "finalCriticalPeriod_ns": 7.29,
        "fin_ws_ns": -5.99,
    },
    "drt": {
        "ant_nets": 0,
        "vias": 15300,
        "wirelength_um": 58400,
        "antennaDiodeCount": 0,
        "wl_per_cell_um": 17.2,
        "firstDrtPassIters": 5,
        "route.detailed.drc": 0,
        "avgViaCountPerCell": 4.51,
        "drt_iter0_drc": 385,
    },
    "die": {
        "die_h_um": 235,
        "rows": 85,
        "core-area_um2": 53800,
        "die_w_um": 235,
        "dieArea_um2": 55400,
        "io_pins": 523,
        "fp_util_pct": 40.4,
    },
    "global_route": {
        "grtUsageTotal_pct": 24.5,
        "antenna_found_initial": 1,
        "grt_pass1_wl_um": 96500,
        "grt_pass1_vias": 17500,
        "gr-total-overflow": 0,
        "grt_max_degree": 25,
    },
    "clocking": {
        "clk_pin_slew_ns": 0.07,
        "clock_latency_ns": 0.26,
        "cts-buffers-inserted": 3,
        "cts_buffer_depth": 2,
        "tritoncts": "built",
        "h-tree-depth": 1,
        "clkSinkCount": 24,
        "root_buffer": "clkbuf_16",
    },
    "synthesis": {
        "top_area_cell": "fa_1",
        "xor_share_pct": 3.31,
        "topCellsByArea": "fa_1 56%, inv_1 12%, ha_1 9.9%, and2_1 8.5%, dfrtp_1 2.8%",
        "synth.cellmix.compoundShare_pct": 1.25,
        "ys_area_um2": 21800,
        "ys_ff": 24,
        "edf_count": 0,
        "ys_warn_count": 1,
        "synthArstFlopShare_pct": 100,
        "ys_sh_mux_pct": 0.787,
        "most_common_cell": "inv_1",
        "fa_ha_area_share_pct": 66.1,
        "ys_seq_share_pct": 2.76,
        "avgSynthCellArea_um2": 9.93,
        "logic_family": "adder cells",
        "yosys.area.top_type_share_pct": 56.2,
        "netlist_instances": 2193,
        "netlist_area_um2": 21800,
        "ys_types": 40,
        "synthTopCellsByCount": "707 x inv_1, 611 x fa_1, 297 x and2_1, 173 x ha_1, 159 x nand2_1",
        "yosys_most_used_dff": "dfrtp_1",
        "yosysCellCount": 2193,
        "synthSimpleGateAreaFrac_pct": 13.3,
    },
    "layout": {
        "drive_above_1_share_pct": 30.2,
        "final_cell_area_um2": 28400,
        "fill_cells": 4637,
        "layoutNonFillerInstCount": 3399,
        "mi_logic_area_um2": 19700,
        "seq_area_um2": 601,
        "syn_to_final_growth_pct": 30.6,
    },
    "worst_setup_path": {
        "cp_max_fo": 7,
        "cp_common_cell": "fa_1",
        "max_stage_delay_ns": 0.55,
        "crit_type": "primary input to flop",
        "crit_path_end_kind": "flop",
        "reg2regPathDepth": 4,
        "critPathLaunchType": "primary input",
        "cp_slowest_cell": "fa_2",
        "arrival_ns": 7.44,
        "critPathRequiredTime_ns": 1.45,
    },
    "run": {
        "warnings": 415,
        "max_cap_violations": 0,
    },
    "placement": {
        "port_buffers": 138,
        "hpwl_um": 53700,
        "dpl.cell_count": 3305,
        "postPlaceCellArea_um2": 26600,
        "routabilityCongestion": 0.932,
    },
    "worst_hold_path": {
        "hp-class": "primary input to asynchronous set/reset pin",
    },
}
## layout make-up
type | instances | share of cell area [%]
clock inverters | 1 | 0.106
clock buffers | 3 | 0.264
well taps | 696 | 3.06
repair buffers | 512 | 15.7
multi-input cells | 1455 | 69.3
flip-flops and latches | 24 | 2.11
inverters | 708 | 9.44
## critical path: cells and delay by family
family	cells	cell delay (ns)
buf+inv	8	0.73
simple gates	1	0.16
fa+ha+maj	10	4.86
xor+xnor	7	1.16
mux	1	0.25
## routing by layer
metal | vias up | global-route usage (%) | share of wire (%) | routed length, um
met3 | 16 | 11.1 | 11 | 6590
met1 | 7638 | 37.8 | 43 | 25000
met2 | 509 | 35.3 | 45 | 26300
met5 | - | 0 | 0 | 0
met4 | 0 | 1.53 | 0.82 | 478
li1 | 7180 | - | - | -
## flip-flops by register name (all words and copies together), names as in the netlist
signal	cells
acc	16
Out	8
## per-stage QoR
step	utilization (%)	worst slack, ns	hold WS, ns	setup TNS (ns)
after floorplan	-	-5.68	0.275	-72.33
after global placement	49.5	-6.78	0.485	-90.67
after detailed placement	49.5	-6.81	0.496	-90.80
after CTS	52.1	-6.20	0.363	-79.55
after global routing	52.8	-6.23	0.375	-81.59
final	52.8	-5.99	0.349	-78.43
## final timing paths
check / startpoint / to / slack [ns]
min: rst / acc[8]$_DFFE_PP0P_ / 0.35
min reg2reg: Out[2]$_DFFE_PP0P_ / Out[2]$_DFFE_PP0P_ / 0.51
max: W[55] / acc[15]$_DFFE_PP0P_ / -5.99
max reg2reg: acc[9]$_DFFE_PP0P_ / Out[2]$_DFFE_PP0P_ / -0.37
max in group asynchronous: rst / acc[1]$_DFFE_PP0P_ / 0.78
min in group clk0: Out[2]$_DFFE_PP0P_ / Out[2]$_DFFE_PP0P_ / 0.51
## what timing repair did
item,CTS,global route
cloned,0,0
resized,670,260
pin swaps,213,193
hold buffers,0,0
setup endpoints to repair,31,23
setup buffers,81,21
## cell families (layout without fill, tap and decap cells)
group / after synthesis / after routing
xor+xnor: 79 / 79
compound gates: 41 / 41
buf+inv: 714 / 1224
mux: 15 / 15
simple gates: 536 / 536
fa+ha+maj: 784 / 784
flops: 24 / 24
## cell usage in the layout, fill, tap and decap left out, types with 3 or more instances in the layout
master           count
inv_1              619
fa_1               564
buf_4              252
and2_1             232
ha_1               132
buf_6              129
nand2_1            126
inv_2               81
xnor2_1             66
and2_4              65
fa_2                47
buf_2               45
ha_4                40
clkbuf_2            25
dfrtp_1             24
nand2b_1            24
nand2_2             23
nor2b_1             19
dlygate4sd2_1       17
nor2_1              15
buf_12              15
mux2_4              12
nand2_4             10
clkdlybuf4s15_1     10
a21oi_2              8
xor2_1               8
o21ai_1              6
clkdlybuf4s15_2      6
buf_8                6
inv_4                5
nor2_2               5
a21oi_4              4
clkbuf_4             4
xnor2_2              3
clkbuf_16            3
clkdlybuf4s50_1      3
